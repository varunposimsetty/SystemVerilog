**design.v**
```verilog
`timescale 1ns / 1ps
module BarrelShifter_Nbit 
#(N = 8)
(
    input logic [N-1:0] a,
    input logic [$clog2(N)-1:0] shiftamount,
    input logic direction,  
    output logic [N-1:0] shifted
);
logic [N-1:0] left_shift  [N-1:0];
logic [N-1:0] right_shift [N-1:0];
assign left_shift[0] = a;
assign right_shift[0] = a;
genvar i;
generate 
        for(i = 0; i < N; i++) begin 
            assign left_shift[i+1] = {left_shift[i][N-2:0],left_shift[i][N-1]};
            assign right_shift[i+1] = {right_shift[i][0],right_shift[i][N-1:1]};
        end
    endgenerate
    assign shifted = (direction) ? left_shift[shiftamount] : right_shift[shiftamount];
endmodule
```
**constraint.sdc**
```tcl
current_design BarrelShifter_Nbit

set clk_period 2.5
set clk_io_pct 0.2

create_clock -name clk0 -period $clk_period

set non_clock_inputs [all_inputs -no_clocks]
set_input_delay [expr $clk_period * $clk_io_pct] -clock clk0 $non_clock_inputs
set_output_delay [expr $clk_period * $clk_io_pct] -clock clk0 [all_outputs]
```
**config.mk**
```make
export PLATFORM = sky130hd
export DESIGN_NAME = BarrelShifter_Nbit
export DESIGN_NICKNAME = BarrelShifter_Nbit
export VERILOG_FILES = /design/flow/design.v
export SDC_FILE = /design/flow/constraint.sdc
export NUM_CORES = 4
export LEC_CHECK = 1
export CORE_AREA = 10 10 74 74
export DIE_AREA = 0 0 84 84
```
**run.sh**
```bash
#!/bin/bash
# OpenROAD 26Q1-2900-gdf79404cd8, Yosys 0.63+post, stock flow scripts
make -C /OpenROAD-flow-scripts/flow DESIGN_CONFIG=/design/flow/config.mk WORK_HOME=/design/flow/orfs finish
```
==> results.json <==
{
  "run_status": "finished, final reports clean",
  "final.hold.worst_slack_ns": 1.62,
  "place_inst": 237,
  "area.growth.synth_to_final_pct": 75.2,
  "path_common_cell": "buf_4",
  "seq_cell_count": 0,
  "worstPathCellList": "buf_4, buf_12, buf_6, mux2i_2, buf_4, buf_4, a21oi_2, a221oi_2, o21ai_1, dlygate4sd2_1",
  "yosys.area_share.simple_pct": 19.5,
  "unrepaired_setup_endpoints_after_global_routing": "no",
  "top_logic_kind": "multiplexers",
  "timing.critical_path.depth": 10,
  "yosys-mux-area-fraction_pct": 36.4,
  "max_clock_freq_mhz": 411,
  "report.final.hold_viol_count": 0,
  "die-height_um": 84,
  "p_per_area_nw_per_um2": 189,
  "yosysChipArea_um2": 1010,
  "synth-adder-area-share_pct": 0,
  "final_layout_size_suffix_gt1_share_pct": 47.9,
  "fin_total_pwr_uw": 335,
  "synth-xor-area-share_pct": 0,
  "timing.critical_path.slowest_stage_cell": "dlygate4sd2_1",
  "timing.final.setup_violations": 0,
  "drt-initial-drc-count": 207,
  "worst_slew_pin_slew_ns": 0.297,
  "gp_congestion": 0.984,
  "topCellsByArea": "mux2i_1 (23%), mux4_2 (8.9%), a21oi_1 (5.9%)",
  "yosys-top-cells-count": "mux2i_1 (23), nand2_1 (13), a21oi_1 (12), buf_2 (11), nor2_1 (6)",
  "detail_route.drc_violations": 0,
  "tally_of_openroad_warnings": 33,
  "antenna_found_initial": 0,
  "drv.max_cap_violation_count": 0,
  "critPathRequiredTime_ns": 2.00,
  "seq_area_frac_synth_pct": 0,
  "drt_pass1_iterations": 4,
  "n_clock_buffer": 0,
  "count_of_final_max_slew_check_failures": 0,
  "numPortBuffers": 20,
  "crit_path_end_kind": "output port",
  "gr-usage-all-layers_pct": 11.3,
  "synth-cells-yosys": 138,
  "postRouteWirelength_mm": 4.05,
  "netlist.top_cell.by_area": "mux2i_1",
  "fp-row-count": 23,
  "vdd.ir_drop.worst_uv": 95.6,
  "timing.final.crit_share_pct": 97.2,
  "gate_family_responsible_for_the_most_delay_along_the_worst_path": "buffers and inverters",
  "number_of_cells_on_the_worst_hold_path": 4,
  "worstPathMaxFanout": 7,
  "cell_area_synth_um2": 1010,
  "synth_largest_type_area_fraction_pct": 22.7,
  "syn_avg_cell_area_um2": 7.34,
  "finish.utilization_pct": 44.7,
  "route.vias.total": 1332,
  "diodes": 0,
  "hold_class": "in2out",
  "critical_path_arrival_ns": 1.93,
  "first_global_vias": 1377,
  "globalRoute.totalOverflow": 0,
  "final-instance-count-excl-fill": 244,
  "drt.antenna.violating_nets": 0,
  "critical_path.n_buffers_inverters": 6,
  "power.static_leakage_uw": 0.000797,
  "coreArea_um2": 3970,
  "drt-wirelength-per-cell_um": 16.6,
  "slew_headroom_pct": 80.1,
  "dpl.hpwl_mm": 2.89,
  "die-width_um": 84,
  "complex_gates_by_area_pct": 31.5,
  "setup.worst_path.start_class": "input port",
  "finalSetupTns_ns": 0,
  "grt_max_degree": 16,
  "synth_dominant_cell_count": "mux2i_1",
  "grt_pass1_wl_mm": 6.92,
  "critical_path_class": "in2out",
  "initCoreUtil_pct": 25.5,
  "finalCriticalPeriod_ns": 2.43,
  "synth.yosys.warnings": 3,
  "chip_area_um2": 7060,
  "count_of_pins_on_the_block_boundary": 20,
  "fillCellCount": 382,
  "netlist-cell-type-count": 40,
  "worst_path_largest_cell_delay_ns": 0.24,
  "ff_latch_area_um2": 0,
  "drt-vias-per-instance": 5.46,
  "post_synth_inst_count": 138
}
-- metal layers --
layer  GRT usage [%]  share of wire (%)
met5               0                  0
met4            1.83                1.1
met3            1.87                9.2
met2            17.7                 45
met1            16.0                 45
-- path summary, 6_finish.rpt --
| kind | from | endpoint | slack, ns |
|---|---|---|---|
| max | shiftamount[0] | shifted[4] | 0.07 |
| min | a[0] | shifted[0] | 1.62 |
-- layout by cell type (no fill, tap or decap), types with 3 or more instances in the layout --
master and instances:
dlygate4sd2_1 8, a21oi_1 9, a21oi_2 3, mux2i_1 19, nor2_1 5, buf_6 5, nand3_1 5, nand2_1 13
clkdlybuf4s15_2 4, a211oi_2 3, mux4_2 5, buf_12 3, a31oi_1 3, o21ai_0 3, a211oi_1 3, o21ai_1 3
buf_4 46, nand2b_1 3, mux2i_2 3, nor2b_1 5
-- tightest hold or removal path, delay by kind of cell --
family	cells	cell delay, ns
AND-OR/OR-AND	1	0.04
AND/OR/NAND/NOR	1	0.16
buffers and inverters	2	0.40
-- layout make-up --
class              count  area [um^2]  share of cell area (%)
well taps             50         62.6                    3.52
inverters              4         15.0                   0.846
multi-input cells    114          966                    54.4
repair buffers        76          732                    41.2
-- what timing repair did --
action	CTS	global route
buffers inserted	3	1
cloned	3	0
endpoints found under the hold margin	0	0
resized	73	5
hold buffers	0	0
pin swaps	13	4
setup endpoints to repair	8	5
-- cell families (layout without fill, tap and decap cells) --
group | Yosys count | count (layout)
AOI/OAI and AO/OA | 45 | 45
and+or+nand+nor | 39 | 39
muxes | 30 | 30
buffers and inverters | 24 | 80
-- power by group --
group,internal (uW),total [uW],switching (uW)
clock network,0,0,0
registers,0,0,0
logic,191,335,144
total,191,335,144
-- metrics by stage --
step           setup slack [ns]  instance area [um^2]
6_report                 0.0698                  1780
5_1_grt                 0.00221                  1780
4_1_cts                  -0.183                  1770
3_5_place_dp             -0.625                  1570
3_3_place_gp             -0.646                  1570
2_1_floorplan             0.468                  1010
Power is estimated from default activity; no workload was simulated.
