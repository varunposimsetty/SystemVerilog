## ./config.mk

```make
export PLATFORM = sky130hd
export DESIGN_NAME = serial_adder_with_vld
export DESIGN_NICKNAME = serial_adder_with_vld
export VERILOG_FILES = /design/flow/design.v
export SDC_FILE = /design/flow/constraint.sdc
export NUM_CORES = 4
export LEC_CHECK = 1
export CORE_AREA = 10 10 70 70
export DIE_AREA = 0 0 80 80
```

## ./constraint.sdc

```tcl
current_design serial_adder_with_vld

set clk_period 2.2
set clk_io_pct 0.2

create_clock -name clk0 -period $clk_period [get_ports {clk}]

set non_clock_inputs [all_inputs -no_clocks]
set_input_delay [expr $clk_period * $clk_io_pct] -clock clk0 $non_clock_inputs
set_output_delay [expr $clk_period * $clk_io_pct] -clock clk0 [all_outputs]
```

## ./design.v

```verilog
module serial_adder_with_vld
(
  input  clk,
  input  rst,
  input  vld,
  input  a,
  input  b,
  input  last,
  output logic[7:0] sum
);
  int ind_sum,temp_sum, final_sum = 0;
  always_ff @(posedge clk)
    if(rst) begin
      temp_sum <= 0;
      final_sum <= 0;
    end else begin
      if(vld) begin 
        ind_sum <= a + b;
        temp_sum <= temp_sum + a + b;
        if(last) begin 
          final_sum <= temp_sum;
          temp_sum <= 0;
        end 
      end 
    end
    assign sum = final_sum;
endmodule
```

## ./run.sh

```bash
#!/bin/bash
# OpenROAD 26Q1-2900-gdf79404cd8, Yosys 0.63+post, stock flow scripts
make -C /OpenROAD-flow-scripts/flow DESIGN_CONFIG=/design/flow/config.mk WORK_HOME=/design/flow/orfs finish
```

==> results.txt <==
Implementation results. TritonCTS built the clock tree. Total via count after detailed routing landed at 593. The highest supply drop recorded on VDD is 0.000122 V. Arrival time of the worst setup path landed at 2.01 ns. Sum of buffers and inverters on the critical path landed at 1.

Final-report hold violation count landed at 0. The cell sitting at the root of the clock tree is a clkbuf_4. TritonCTS created 3 clock buffers.

Post-CTS timing repair inserted 0 buffers for setup. Between the synthesized netlist and the finished layout, the area growth was recorded as 34.6%. Residual overflow from global routing landed at 0. Once the floorplan was initialized, standard cells occupied 19.6% of the core.

Final cycle utilization of the critical path landed at 81.3%. Looking at the critical path, the single cell with the biggest stage delay is clkdlybuf4s50_1. Detailed placer's ending HPWL landed at 1.16 mm. The critical path goes through clkdlybuf4s50_1, fa_1, ha_1, nand4_1, or3_1, a21oi_1. The highest layer touched by signal routing is met4. The max-slew check reports its worst relative slack as 83.3%. Share of power burned in the clock network landed at 36.1%. Number of DRC violations after detailed-routing iteration 0 landed at 66. Per the post-CTS timing run, clock transition at the registers of the reported paths is 0.09 ns. Net switching share of the total power landed at 21.3%.

Chip footprint landed at 0.00640 sq mm. Hold path depth landed at 2. In this run the deepest clock path goes through 2 buffers. Register share after synthesis landed at 47.9%. Max fanout on the critical path was recorded as 3. Count of warnings emitted by yosys landed at 1.

Once layout is complete, the utilization of the core stands at 26.3%. The routed design could run at a clock period as short as 1.79 ns. The tightest min-delay check is of the reg -> reg type.

For this run, the detailed router reports a per-instance via density of 4.24. Number of rows in the core area landed at 21. Count of TritonRoute iterations in the first routing pass landed at 4. The core region is 0.00342 sq mm. The final antenna diode tally reported by the flow is 0. Data required time at the worst endpoint landed at 2.42 ns. In the Yosys stats the netlist draws on 20 distinct library cells. In the final layout, the share of cells above drive strength 1 is 8.51%. Number of standard cells after synthesis landed at 77. Gates resized during post-CTS repair numbered 0. The worst setup path is of the in -> reg kind. Entering global routing, the biggest net connects 13 pins.

Top-level port count landed at 14. Multiplexer cells account for 0% of the synthesized area. Setup repair after global routing left no endpoint under its margin. The worst setup path is launched from a primary input. A synthesized cell averages 8.68 sq um. Yosys cell count landed at 77. Endpoints with negative setup slack in the final report add up to 0. After routing, the total negative slack on setup checks comes to 0 ns. For this run, the number of standard cells in the final layout without fillers is 140.

For this sky-water flow run, the detailed-routed wirelength per cell is reported as 10.7 um. H-tree level count landed at 1. Per the placement report, the placed cell count is 136. Per the OpenROAD timing report, the critical path contains 6 cells. Die extent in y landed at 80 um. After its last routability iteration, the placer logged a weighted congestion of 0.865. Number of hold buffers added after cts landed at 0.

Number of pins exceeding their max-slew limit in the final report landed at 0. In this run, the synthesized area fraction spent on AND-OR/OR-AND gates is recorded as 14.2%. The floorplan step set the die width to 80 um.

Overall global routing resource usage landed at 4.96%. Netlist area before placement landed at 668 sq um. At the pin with the least slew margin, the transition time is 0.250 ns. The library cells used most frequently in the layout, excluding fill and tap cells, are dfxtp_1, nand2_1, clkdlybuf4s50_1. Count of warning messages emitted by the tools landed at 25. Setup slack of the most critical reg-to-reg path landed at 0.67 ns.

STA classifies the critical path endpoint as a flop. Register share of total power landed at 56.0%. The initial antenna violation count is 0.

Overall power landed at 524 uW. According to the Yosys statistics, the synthesized design has a chip area of 668 sq um. The script parses the final routing iteration and logs DRC violations as 0. Per the timing report, the achievable frequency comes out to 559 MHz. For the final database, setup skew stands at 0.00359 ns.

For this design, the sink count on the clock tree is 16. The final layout contains routed wiring with a total length of 1.49 mm. Logic depth of the worst register-to-register path landed at 5. Counting only logic cells after layout, the most numerous master is dfxtp_1. Number of maximum-capacitance constraint violations landed at 0. The flow ran to the end, and the final reports show no timing, DRC or antenna violations. Combinational power share landed at 7.9%. Area fraction in and, or, nand and nor cells landed at 25.7%. In the synthesized netlist, the dominant kind of combinational cell is simple AND/OR/NAND/NOR gates.

First-pass GRT wire length landed at 2.66 mm. Number of buffers added on ports landed at 13. In this run the static leakage power is 0.298 nW. Internal power landed at 413 uW. Via count of the first global-routing pass landed at 586. Maximum single-stage delay on the critical path landed at 0.48 ns. The post-synth register bit count is 16.

The routed design uses 664 um of met2 wire. Among cell families on the critical path, the largest total delay comes from simple AND/OR/NAND/NOR gates. Adder and majority gate portion of the synthesized area landed at 4.87%. The routed design uses 168 um of met3 wire.

Routed length on met1 landed at 644 um. Nets still carrying antenna violations after routing amount to 0. The power report puts the net switching power at 112 uW.

Source-to-sink clock delay at the later pin of the worst-skew pair landed at 0.28 ns. In this run, the synthesized area fraction spent on xor and xnor cells is recorded as 3.93%. The script computed a power per unit cell area of 583 mW/mm^2.
## per-layer routing
metal	vias to the layer above	global-route usage [%]
met2	20	7.70
met3	2	2.16
met1	267	6.30
met4	0	0.880
met5	-	0
li1	304	-
## through the flow
stage | hold WS, ns | setup WS (ns) | cell area (sq um)
3_5_place_dp | 0.452 | 0.135 | 863
3_3_place_gp | 0.448 | 0.176 | 863
6_report | 0.461 | 0.411 | 900
5_1_grt | 0.493 | 0.300 | 900
2_1_floorplan | 0.422 | 0.693 | 668
4_1_cts | 0.466 | 0.422 | 900
## logic make-up (layout without fill, tap and decap cells)
logic type,count (synthesis),in the layout
adder cells (fa/ha/maj),2,2
XOR/XNOR,3,3
AND/OR/NAND/NOR,35,35
buffers and inverters,4,21
AND-OR/OR-AND,17,17
flip-flops,16,16
## sequential cells by signal, indices dropped and copies added, names as in the netlist
register	count
final_sum	8
temp_sum	8
## worst register-to-register path, cell delays in order (launching register included)
cell and delay (ns):
dfxtp_1 0.38, fa_1 0.23, ha_1 0.19, nand4_1 0.15, or3_1 0.38, a21oi_1 0.14
## path summary, 6_finish.rpt
| kind | startpoint | endpoint |
|---|---|---|
| worst max-delay path | a | temp_sum[6] |
| worst min-delay path | final_sum[2] | final_sum[2] |
| worst max register to register | temp_sum[0] | temp_sum[6] |
| worst min register to register | final_sum[2] | final_sum[2] |
## Yosys cell counts
cell type	n	share of area (%)
a21o_1	1	1.1
a21oi_1	12	9.0
buf_6	1	1.7
clkbuf_1	3	1.7
dfxtp_1	16	48
fa_1	1	3.0
ha_1	1	1.9
nand2_1	13	7.3
nand2b_1	2	1.9
nand3_1	8	6.0
nand3b_1	2	2.2
nand4_1	4	3.7
nor2_1	3	1.7
nor3_1	1	0.75
o211ai_1	1	1.1
o21a_1	2	2.2
o21ai_0	1	0.75
or3_1	1	0.94
or4_1	1	1.1
xor2_1	3	3.9
## power by group through the flow
stage,Sequential [mW],Combinational [mW],Clock [mW]
CTS,0.294,0.0417,0.196
global route,0.294,0.0474,0.213
finish,0.294,0.0415,0.189
## layout make-up
type	instances	area (sq um)
repair buffers	17	160
fillers	377	2520
well taps	46	57.6
clock buffers	4	36.3
flip-flops and latches	16	320
multi-input cells	57	325
Power and IR drop assume default switching activity.
