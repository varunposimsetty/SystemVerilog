--- design/flow/config.mk ---
export PLATFORM = sky130hd
export DESIGN_NAME = assignment
export DESIGN_NICKNAME = assignment
export VERILOG_FILES = /design/flow/design.v
export SDC_FILE = /design/flow/constraint.sdc
export NUM_CORES = 4
export LEC_CHECK = 1
export CORE_UTILIZATION = 50
--- design/flow/constraint.sdc ---
current_design assignment

set clk_period 10.8
set clk_io_pct 0.2

create_clock -name clk0 -period $clk_period [get_ports {clk}]

set non_clock_inputs [all_inputs -no_clocks]
set_input_delay [expr $clk_period * $clk_io_pct] -clock clk0 $non_clock_inputs
set_output_delay [expr $clk_period * $clk_io_pct] -clock clk0 [all_outputs]
--- design/flow/design.v ---
module assignment (
    input logic clk,
    input logic NRST,
    input logic start,
    input logic [10:0] A,
    input logic [10:0] B,
    output logic [20:0] result,
    output logic ready
);
    logic [10:0] a_value = 0; 
    logic [10:0] b_value = 0;
    int b_dec_value = 0;
    logic [20:0] mul_value = 0;
    logic [11:0] bcd = 0;
    logic [10:0] binary_round_0 = 0;
    logic [10:0] binary_round_1 = 0;
    logic [10:0] binary_round_2 = 0;
    logic [20:0] accumlator = 0;
    logic [1:0] state = 0; 
    always_ff @(posedge clk or negedge NRST) begin 
        if (NRST == 0) begin 
            result <= 0;
            ready <= 0;
            b_value <= 0;
            binary_round_0 <= 0;
            binary_round_1 <= 0;
            binary_round_2 <= 0;
            accumlator <= 0;
        end else if (start == 1) begin
            if (state == 0) begin 
                ready <= 0;
                accumlator <= 0;
                a_value <= A;
                b_value <= B;
                b_dec_value <= B; 
                state <= 1;
            end else if (state == 1) begin 
                binary_round_0 <= b_dec_value % 10; 
                binary_round_1 <= (b_dec_value / 10) % 10;
                binary_round_2 <= (b_dec_value / 100) % 10;
                mul_value <= $unsigned(a_value) * $unsigned(binary_round_0);
                accumlator <= accumlator + $unsigned(a_value) * $unsigned(binary_round_0);
                state <= 2;
            end else if (state == 2) begin 
                mul_value <= $unsigned(a_value) * $unsigned(binary_round_1);
                accumlator <= accumlator + $unsigned(a_value) * $unsigned(binary_round_1);
                state <= 3;
            end else if (state == 3) begin 
                mul_value <= $unsigned(a_value) * $unsigned(binary_round_2);
                accumlator <= accumlator + $unsigned(a_value) * $unsigned(binary_round_2);
                result <= accumlator + $unsigned(a_value) * $unsigned(binary_round_2);
                ready <= 1;
                state <= 0;
            end 
        end 
    end 
endmodule
--- design/flow/run.sh ---
#!/bin/bash
# OpenROAD 26Q1-2900-gdf79404cd8, Yosys 0.63+post, stock flow scripts
make -C /OpenROAD-flow-scripts/flow DESIGN_CONFIG=/design/flow/config.mk WORK_HOME=/design/flow/orfs finish
==> metrics.log <==
[flow] summary of implementation run
INFO  metric outcome = finished, final reports clean
INFO  metric groute.layer.met2.usage = 39.6%
INFO  metric final_cycle_share = 66.3%
INFO  metric crit_required = 11,110 ps
INFO  metric grt_first_pass_wirelength = 80,300 um
INFO  metric setup_viol = 0
INFO  metric timing.critical_path.arrival = 7470 ps
INFO  metric antenna_found_initial = 0
INFO  metric gr-usage-met3 = 8.64%
INFO  metric dr_total_vias = 15,118
INFO  metric report.final.hold_viol_count = 0
INFO  metric worstSetupStartpointType = register
INFO  metric rsz0062_at_grt = false
INFO  metric floorplan.die.height = 201 um
INFO  metric detailedRoute.firstPassIterationCount = 5
INFO  metric average_routed_wire_per_standard_cell = 17.2 um
INFO  metric cts_inserted_buffers = 9
INFO  metric maxSlewViolCount = 0
INFO  metric end_of_the_worst_register_to_register_path = binary_round_0[10]
INFO  metric cts_buffer_depth = 2
INFO  metric flow.area_growth_from_synthesis = 6.06%
INFO  metric main_flop_type = sky130_fd_sc_hd__dfrtp_1
INFO  metric clockRootBuffer = sky130_fd_sc_hd__clkbuf_16
INFO  metric rows = 72
INFO  metric tritoncts_clock_tree = done
INFO  metric postLayoutSetupSlackWorst = 3630 ps
INFO  metric drtIter0Drc = 674
INFO  metric timing.max_slew.rel_slack = 44.7%
INFO  metric grt-ovfl-total = 0
INFO  metric maxCapViolCount = 0
INFO  metric n_antenna_cell = 0
INFO  metric place_congestion = 0.904
INFO  metric crit_path_cell_trace = nor2_1, inv_1, ha_1, nand3b_1, a21oi_1, a221o_1, nor2_2, or4_4, a21oi_4, xnor2_2, o21ai_0, a221oi_1, o2111ai_1, o31ai_2, o21ai_1, and4_1, nor3_2, or3b_2, o31a_1, or3_1, a31oi_1
INFO  metric slowest_stage = sky130_fd_sc_hd__edfxtp_1
INFO  metric place_ws = 3690 ps
INFO  metric asyncSetResetFlopFracSynth = 76.0%
INFO  metric path_clk_slew = 80 ps
INFO  metric synthCells = 2,292
INFO  metric setup.worst_path.class = register to register
INFO  metric post_cts_setup_buffer_count = 0
INFO  metric synth-edff-count = 24
INFO  metric worst_hold_startpoint = result[11]
INFO  metric post_synth.cell_area_avg = 8.62 um^2
INFO  metric worstHoldPathType = register to register
INFO  metric synth.cell_area = 0.0198 mm^2
INFO  metric vdd_drop_max = 212 uV
INFO  metric depth_of_the_worst_register_to_register_path = 21
INFO  metric regToRegStartpoint = b_dec_value[9]
INFO  metric power.density = 326 mW/mm^2
INFO  metric most_congested_layer_reported_by_global_routing = met1
INFO  metric synth_top_area_share = 30.1%
INFO  metric antenna_left = 0
INFO  metric cts.htree.levels = 3
INFO  metric overall_global_routing_resource_usage = 26.6%
INFO  metric reg2reg_setup_slack = 3630 ps
INFO  metric tns = 0 ps
INFO  metric path_max_fanout = 28
INFO  metric clock_latency = 390 ps
INFO  metric floorplan.core_area = 0.0388 mm^2
INFO  metric initCoreUtil = 50.9%
INFO  metric first_global_vias = 15,262
INFO  metric total_leakage_power = 10.2 nW
INFO  metric die.size.x = 201 um
INFO  metric io_buffers = 46
INFO  metric crit_end_element = register
INFO  metric holdPathEnd = result[11]
INFO  metric hold_buffers = 0
INFO  metric synth_unique_cells = 103
INFO  metric yosys_warning_tally = 1
INFO  metric drive_above_1_share = 4.72%
INFO  metric final_layout_fill_cell_count = 3,569
INFO  metric utilization = 54.0%
INFO  metric post_synth_main_area_contributors = sky130_fd_sc_hd__fa_1 (30%), sky130_fd_sc_hd__ha_1 (11%), sky130_fd_sc_hd__dfrtp_1 (9.6%), sky130_fd_sc_hd__inv_1 (7.4%), sky130_fd_sc_hd__nand2_1 (7.0%)
INFO  metric synth.yosys.seq_area_share = 13.3%
INFO  metric yosys.stat.chipArea = 0.0198 mm^2
INFO  metric timing.final.crit_period = 7170 ps
INFO  metric synth-cells-yosys = 2,292
INFO  metric warnings = 31
INFO  metric hold-path-cell-count = 2
INFO  metric post-place-cells = 2,769
INFO  metric place_hpwl = 37,300 um
INFO  metric maximum_number_of_pins_on_one_net_before_global_route_repair = 48
INFO  metric fmaxAchievable = 140 MHz
INFO  metric detail_route.drc_violations = 0
INFO  metric clkSinkCount = 100
INFO  metric groute.layer.met1.usage = 40.8%
INFO  metric synth_area_leader_cell = sky130_fd_sc_hd__fa_1
INFO  metric via_per_inst = 5.43
INFO  metric cts_resized = 0
INFO  metric cpPeakStageDelay = 900 ps
INFO  metric finalClockSkew = 8.27 ps
INFO  metric ys.flops = 100
INFO  metric worst_slew_pin_slew = 829 ps
INFO  metric layout.cells.non_filler = 2,785
INFO  metric chipArea = 0.0403 mm^2
INFO  metric drt_wl_total = 47,800 um
INFO  metric boundaryPins = 47
[flip-flops by register name, summed over array words and instances (netlist names)]
name,count
accumlator,21
state,2
binary_round_1,11
result,21
binary_round_0,11
binary_round_2,11
ready,1
a_value,11
b_dec_value,11
[critical path: cells and delay by family (launching register included)]
kind,cells,cell delay [ps]
xor+xnor,1,270
buf+inv,1,120
compound gates,10,3250
simple gates,8,2270
fa+ha+maj,1,290
flops,1,900
[where the power goes]
part | leakage, nW | internal (mW) | switching, mW
Sequential | 1.18 | 0.479 | 0.169
Clock | 0.153 | 0.187 | 0.184
Combinational | 8.84 | 2.51 | 3.31
[per-stage QoR]
stage | area, um^2 | power [mW] | hold slack [ps]
5_1_grt | 21000 | 7.88 | 510
3_3_place_gp | 20600 | 6.50 | 465
2_1_floorplan | 19800 | 5.08 | 425
3_5_place_dp | 20600 | 6.52 | 475
4_1_cts | 21000 | 6.96 | 493
6_report | 21000 | 6.83 | 487
[synthesized netlist by cell type (all sizes together) (11+ instances only)]
library cell and n:
a21oi 91, nand2 369, nor3 21, and2 118, o21bai 30, xor2 19, xnor2 75, edfxtp 24
a22o 19, a211oi 23, nand2b 11, nor2b 11, a21o 11, nand3 20, clkbuf 101, mux2 11
fa 297, o21a 13, or3 11, buf 15, o21ai 90, nor2 98, ha 174, inv 393
dfrtp 76, a31oi 19
[kinds of logic after synthesis]
kind of cell,after synthesis,share of synthesized area [%]
simple gates,704,16.6
compound gates,385,13.5
mux,20,1.08
flops,100,13.3
xor+xnor,94,4.20
buf+inv,510,9.80
fa+ha+maj,479,41.5
[worst max path at each step]
stage | start | to | slack, ps | depth (start not counted)
final | b_dec_value[9] | binary_round_0[10] | 3630 | 21
after global routing | b_dec_value[9] | binary_round_0[10] | 2950 | 21
after CTS | b_dec_value[9] | binary_round_0[10] | 3650 | 21
[cell usage in the layout, fill, tap and decap left out, types with 18 or more instances in the layout]
cell                                n
sky130_fd_sc_hd__nor3_1            20
sky130_fd_sc_hd__a21oi_1           90
sky130_fd_sc_hd__inv_1            391
sky130_fd_sc_hd__xor2_1            19
sky130_fd_sc_hd__xnor2_1           74
sky130_fd_sc_hd__a22o_1            19
sky130_fd_sc_hd__dfrtp_1           76
sky130_fd_sc_hd__fa_1             297
sky130_fd_sc_hd__clkdlybuf4s50_1   45
sky130_fd_sc_hd__nor2_1            93
sky130_fd_sc_hd__nand3_1           20
sky130_fd_sc_hd__o21ai_0           76
sky130_fd_sc_hd__nand2_1          367
sky130_fd_sc_hd__ha_1             174
sky130_fd_sc_hd__and2_1           117
sky130_fd_sc_hd__buf_4             30
sky130_fd_sc_hd__a31oi_1           18
sky130_fd_sc_hd__o21bai_1          30
sky130_fd_sc_hd__edfxtp_1          24
sky130_fd_sc_hd__a211oi_1          21
[per-layer routing]
layer  vias to the layer above  part of all wire [%]
li1                       7267                     -
met3                        47                   8.2
met1                      7379                    45
met4                         0                   2.1
met2                       425                    45
met5                         -                     0
[area by class of cell]
type / count / area [um^2] / area share, %
clock buffer: 9 / 225 / 1.07
clock inverter: 7 / 93.8 / 0.448
inverter: 394 / 1480 / 7.05
multi-input combinational: 1682 / 15200 / 72.6
sequential: 100 / 2620 / 12.5
tap: 518 / 648 / 3.09
timing repair buffer: 75 / 676 / 3.22
Power and IR drop assume default switching activity.
